==> design/flow/design.v <==
module DPCM(input reg [7:0] data_in,
				input clk, input reset,
				output reg [7:0] total,
				output [1:0] outStateDPCM
);
	reg [7:0] ant = 8'b00000000;
	reg [7:0] x;	
	wire [7:0] wire_data_in;
	wire [7:0] wire_data_out;	
	saturation s(wire_data_in, clk, reset, wire_data_out);	 
	enum reg [1:0] {S0, S1, S2} stateDPCM;
	assign outState = stateDPCM;
	always @ (posedge clk or posedge reset)
		begin
		if(reset)
			stateDPCM <= S0;
		else
			case(stateDPCM)
				S0:
					begin
						x <= data_in - ant;						
						stateDPCM <= S1;
					end
				S1:
					begin
						wire_data_in <= x;
						stateDPCM <= S2;
					end
				S2:
					begin
						total <= wire_data_out;
						ant <= total;
						stateDPCM <= S0;
					end
			endcase				
		end
endmodule 
module saturation(input reg[7:0]data_in, 
						input clk, input reset,
						output [7:0]data_out						
);
	int limiar_sup = 8'b01111000;
	int limiar_inf = 8'b11111000;
	enum reg [1:0] {S0, S1, S2} state;	
	reg [7:0]read_data;
	reg [7:0]write_data;
	always @ (posedge clk or posedge reset)
		begin
			if(reset)
				state <= S0;
			else
				begin
					case(state)
						S0:
							begin
								read_data <= data_in;
								state <= S1;
							end
						S1:
							begin
								if(read_data > limiar_sup)
									write_data <= limiar_sup;
								else if(read_data < limiar_inf)
									write_data <= limiar_inf;
								else
									write_data <= read_data;
								state <= S2;
							end
						S2:
							begin
								data_out <= write_data;
								state <= S0;
							end
					endcase
				end
		end
endmodule 
==> design/flow/run.sh <==
#!/bin/bash
# OpenROAD 26Q1-2900-gdf79404cd8, Yosys 0.63+post, stock flow scripts
make -C /OpenROAD-flow-scripts/flow DESIGN_CONFIG=/design/flow/config.mk WORK_HOME=/design/flow/orfs finish
==> design/flow/config.mk <==
export PLATFORM = sky130hd
export DESIGN_NAME = DPCM
export DESIGN_NICKNAME = DPCM
export VERILOG_FILES = /design/flow/design.v
export SDC_FILE = /design/flow/constraint.sdc
export NUM_CORES = 4
export LEC_CHECK = 1
export CORE_UTILIZATION = 40
==> design/flow/constraint.sdc <==
current_design DPCM

set clk_period 4.9
set clk_io_pct 0.2

create_clock -name clk0 -period $clk_period [get_ports {clk}]

set non_clock_inputs [all_inputs -no_clocks]
set_input_delay [expr $clk_period * $clk_io_pct] -clock clk0 $non_clock_inputs
set_output_delay [expr $clk_period * $clk_io_pct] -clock clk0 [all_outputs]
==> flow_metrics.py <==
# Synthesis and PnR figures
metrics = {
    "placed_design": {
        "hpwl_mm": 1.867,
        "placed_cells": 213,
        "place_congestion": 0.8077,
        "io_buffers": 17,
    },
    "sta": {
        "final_min_period_over_clock_period_pct": 52.43,
        "rsz0062_at_grt": "no",
        "setup_tns_ns": 0,
        "report.final.hold_viol_count": 0,
        "layout_min_cycle_time_ns": 2.569,
        "finalSetupViolations": 0,
        "skew_ns": 0.008880,
        "max_slew.worst_pin.slew_ns": 0.7274,
        "fmax_mhz": 389.3,
        "maxSlewViolCount": 0,
        "slew-limit-headroom_pct": 51.41,
    },
    "grt": {
        "grt_max_degree": 17,
        "antenna_found_initial": 0,
        "grt_use_total_pct": 10.20,
        "grt_remaining_overflow": 0,
        "grt_pass1_wl_mm": 4.278,
        "grt_pass1_vias": 988,
    },
    "route": {
        "drtPass1Iterations": 5,
        "routed_via_density": 4.332,
        "routed_wl_mm": 2.653,
        "vias": 992,
        "num_antenna_cells": 0,
        "drtAntennaViolNets": 0,
        "drtIter0Drc": 18,
        "routedWlPerCell_um": 11.59,
        "post-route-drc-count": 0,
    },
    "clocking": {
        "cts_tree": "done",
        "h-tree-depth": 3,
        "clock_path_buffers": 2,
        "hold_buffers": 0,
        "root_buffer": "clkbuf_8",
        "postCtsSetupBuffers": 0,
        "cts.repair.resized": 0,
        "worst_setup_hold_path_clk_slew_ns": 0.06,
        "cts_buffers": 9,
        "clk_latency_ns": 0.32,
        "cts_sinks": 62,
    },
    "yosys": {
        "edf_count": 56,
        "synth.largest_area_cell": "edfxtp_1",
        "synth_top_flop_cell": "edfxtp_1",
        "syn_area_per_cell_um2": 18.73,
        "yosys_area_mm2": 0.002247,
        "yosys-stat-cells": 120,
        "ys_ff": 62,
        "synthesis.area_mm2": 0.002247,
        "synth_top_area_share_pct": 74.83,
        "ys.warnings.count": 7,
        "area_leaders": "edfxtp_1, dfrtp_1, ha_1",
        "ys_seq_share_pct": 81.63,
        "synth_cell_types": 26,
        "synthCells": 120,
        "async_flop_share_pct": 9.677,
    },
    "floorplan": {
        "die_x_um": 76.95,
        "dieArea_mm2": 0.005921,
        "core_area_mm2": 0.005270,
        "rows": 26,
        "io_pins": 20,
        "fp_util_pct": 42.64,
        "die_y_um": 76.95,
    },
    "finish": {
        "n_fill_cell": 417,
        "layout.cells.most_common": "edfxtp_1",
        "syn_to_final_growth_pct": 20.82,
        "lay_top_cells": "edfxtp_1, clkdlybuf4s50_1, inv_1, clkbuf_8, conb_1",
        "drive_gt1_share_pct": 11.95,
        "fin_cells": 229,
    },
    "worst_setup_path": {
        "crit_path_end_kind": "register",
        "required_ns": 4.97,
        "worstPathMaxFanout": 3,
        "r2r_slack_ns": 3.12,
        "start_kind": "primary input",
        "crit_type": "in2reg",
        "arrival_ns": 2.64,
    },
    "worst_hold_path": {
        "hold_class": "reg2reg",
    },
    "power": {
        "leakage_nw": 0.9811,
        "power_density_mw_per_mm2": 375.2,
        "peakVddDrop_v": 0.0002017,
    },
    "status": {
        "status": "finished, final reports clean",
    },
    "run": {
        "warnings": 25,
        "drv_cap": 0,
    },
}
==> sequential cells by signal (all words and copies together) (netlist names) <==
name / flops
s.state: 3
x: 8
wire_data_in: 8
s.read_data: 8
s.write_data: 8
ant: 8
stateDPCM: 3
s.data_out: 8
total: 8
==> cells in the mapped netlist (2+ instances only) <==
cell type / number
nor2_1: 4
dfstp_2: 2
a21o_1: 3
xnor2_1: 5
conb_1: 2
a31oi_1: 2
a21oi_1: 3
ha_1: 7
nor2b_1: 6
inv_1: 10
buf_4: 2
edfxtp_1: 56
nand2b_1: 2
dfrtp_1: 4
==> critical path: stages <==
cell,delay [ns]
clkdlybuf4s50_1,0.39
inv_1,0.05
ha_1,0.15
inv_1,0.05
fa_1,0.42
a211oi_1,0.24
o21bai_1,0.10
a21oi_1,0.17
xnor2_1,0.08
==> final timing paths <==
kind / start / end / cells after the start
setup reg to reg: ant[0] / x[6] / 7
setup / recovery: data_in[0] / x[6] / 9
hold reg to reg: stateDPCM[2] / stateDPCM[1] / 0
min in group asynchronous: reset / stateDPCM[2] / 2
max in group asynchronous: reset / stateDPCM[0] / 2
hold / removal: stateDPCM[2] / stateDPCM[1] / 0
==> per-layer routing <==
metal	GRT usage, %	part of all wire, %	up-vias
li1	-	-	498
met2	16.07	48	25
met4	3.269	2.4	0
met3	4.232	7.5	7
met1	13.66	42	462
met5	0	0	-
==> report_power, final <==
group          internal (mW)  switching [mW]  leakage [nW]
combinational         0.0159          0.0134         0.307
clock                  0.246           0.171        0.0940
sequential             0.572               0         0.580
==> per-stage QoR <==
step	setup WS (ns)	hold WS, ns	cell area (um^2)	total power, mW	util [%]
floorplan	2.510	0.3465	2273	0.6014	-
global placement	2.021	0.3564	2524	0.6114	47.89
detailed placement	1.999	0.3566	2524	0.6121	47.89
CTS	2.347	0.3791	2715	1.035	51.52
global route	2.220	0.3818	2715	1.056	51.52
finish	2.331	0.3781	2715	1.019	51.52
==> cells by family after synthesis <==
family                     count (synthesis)  synth area share (%)
DFF                                       62                 81.63
other                                      2                0.3342
AOI/OAI and AO/OA                         15                 4.900
xor gates and xnor gates                   6                 2.339
adders and majority gates                  8                 4.788
and+or+nand+nor                           15                 3.675
buffers and inverters                     12                 2.339
==> area by class of cell <==
type / count / area (um^2) / share of cell area [%]
Sequential cell: 62 / 1834 / 67.56
Multi-Input combinational cell: 53 / 386.6 / 14.24
Timing Repair Buffer: 18 / 177.7 / 6.544
Clock buffer: 12 / 145.1 / 5.346
Tap cell: 70 / 87.58 / 3.226
Clock inverter: 4 / 46.29 / 1.705
Inverter: 10 / 37.54 / 1.382
Power is estimated from default activity; no workload was simulated.
