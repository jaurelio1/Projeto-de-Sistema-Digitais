==> design/flow/design.v <==
module BitCounter(
    input clk, valid_in, reset, input reg [7:0]data_in,    
    output reg [2:0] data_out,    
    output reg ready_in,
    output [1:0] outState     
);
    reg [2:0] cont0; 
    reg [2:0] cont1;
     reg [7:0] read_data;
     int i = 1;
    enum reg [1:0] {IDLE, DATA_IN, COUNT} state;
    assign outState = state;
    always @ (posedge clk or posedge reset) begin        
        if (reset)
            state <= IDLE;
        else            
            case (state)
                IDLE:
                    begin                                
                        ready_in <= 1'd1;
                        state <= DATA_IN;
                        i <= 1'd1;
                        cont0 <= 1'd0;
                        cont1 <= 1'd0;
                    end
                DATA_IN:
                    begin                        
                        if(valid_in)
                            begin
                                ready_in <= 1'd0;
                                read_data <= data_in;
                                state <= COUNT;
                            end
                        else
                            begin
                                state <= DATA_IN;
                            end
                    end
                COUNT:
                    begin                        
                                if(read_data[i] == 1)
                                    cont1 = cont1 + 1;    
                                else
                                    cont0 = cont0 + 1;
                                i = i + 1;
                                if (i == 8)
                                    begin
                                        if(read_data[0] == 0)
                                            data_out <= cont0;
                                        else
                                            data_out <= cont1;
                                        state <= IDLE;                                
                                    end
                                else
                                    begin
                                        state <= COUNT;
                                    end                        
                    end                
            endcase
    end    
endmodule    
==> design/flow/run.sh <==
#!/bin/bash
# OpenROAD 26Q1-2900-gdf79404cd8, Yosys 0.63+post, stock flow scripts
make -C /OpenROAD-flow-scripts/flow DESIGN_CONFIG=/design/flow/config.mk WORK_HOME=/design/flow/orfs finish
==> design/flow/config.mk <==
export PLATFORM = sky130hd
export DESIGN_NAME = BitCounter
export DESIGN_NICKNAME = BitCounter
export VERILOG_FILES = /design/flow/design.v
export SDC_FILE = /design/flow/constraint.sdc
export NUM_CORES = 4
export LEC_CHECK = 1
export CORE_UTILIZATION = 40
==> design/flow/constraint.sdc <==
current_design BitCounter

set clk_period 5.3
set clk_io_pct 0.2

create_clock -name clk0 -period $clk_period [get_ports {clk}]

set non_clock_inputs [all_inputs -no_clocks]
set_input_delay [expr $clk_period * $clk_io_pct] -clock clk0 $non_clock_inputs
set_output_delay [expr $clk_period * $clk_io_pct] -clock clk0 [all_outputs]
==> out/metrics.yaml <==
layout:
  area.sequential_um2: 1550
  design_area_um2: 3410
  syn2layout_area_growth_pct: 10.6
  stdcell_count: 403
  postLayoutCoreUtil_pct: 46.5
  drive_gt1_share_pct: 10.5
  num-fill-cells: 680
  comb_area_um2: 1440
critical_path:
  crit_slowest_cell: "edfxtp_1"
  worstPathRequired_ns: 5.30
  setup.worst_path.start_class: "flop"
  end_kind: "flop"
  crit_chain: "ha_1, nand4_1, or4_4, nor4_1, xnor2_1, nand4_1, or4_1, or4_1, nor3_2"
  worstPathArrival_ns: 3.81
  cp.buffers_inverters: 0
  crit_path_max_incr_delay_ns: 0.54
  critPathTopFamily: "simple AND/OR/NAND/NOR gates"
  cp_max_fo: 7
  worstSetupPathType: "reg -> reg"
floorplanning:
  die_w_um: 89.8
  fp_util_pct: 42.0
  die-area_um2: 8060
  rows: 31
  ios: 17
  die_h_um: 89.8
  core-area_um2: 7330
place:
  detailed_place_hpwl_mm: 3.95
  dpl_cell_area_um2: 3320
  port_buffers: 16
  gp_congestion: 0.887
  dp.cells: 395
run:
  cap_viol_max_count: 0
  warnings: 28
status:
  status: "complete, no violations"
final_timing:
  tightest_slew_ns: 0.788
  tns_ns: 0
  hold_viol_final: 0
  rsz0062_at_grt: "no"
  fmax_ghz: 0.262
  slew_violations: 0
  slew-limit-headroom_pct: 47.0
  min_period_ns: 3.82
  min_period_over_period_pct: 72.0
  setup_viol: 0
  skew_ns: 0.00833
synthesis:
  ys_seq_share_pct: 50.4
  yosys_warnings: 1
  ys_async_sr_fraction_pct: 3.85
  topCellsByArea: "edfxtp_1, nor2_1, xnor2_1, xor2_1, nand2_1"
  synth_flops: 52
  syn_avg_cell_area_um2: 10.7
  synth_top_flop_cell: "edfxtp_1"
  synth_area_leader_cell: "edfxtp_1"
  netlist_instances: 287
  synth-edff-count: 50
  ys_cells: 287
  ys_area_um2: 3080
  syn_area_um2: 3080
  yosysTopAreaCellShare_pct: 48.7
  synth_cell_types: 53
detailed_routing:
  dr_total_vias: 2096
  wl_mm: 5.66
  n_antenna_cell: 0
  routedWlPerCell_um: 14.1
  drtIter0Drc: 81
  first_pass_iters: 4
  drc: 0
  ant_nets: 0
  viasPerCell: 5.20
power:
  p_per_area_nw_per_um2: 200
  leakage_uw: 0.00107
  ir_worst_vdd_mv: 0.0907
clock_tree:
  cts_root_buf: "clkbuf_8"
  htree_levels: 2
  clkLatencyLatePin_ns: 0.31
  postCtsSetupRepairBufs: 0
  cts_num_sinks: 52
  ctsResizeCount: 0
  clk_pin_slew_ns: 0.10
  cts_buffers: 5
  hold_buffers: 0
  cts_buffer_depth: 2
  cts_tree: "built"
global_route:
  top_usage_layer: "met1"
  grt_pass1_vias: 1959
  grt_use_met2_pct: 22.1
  grt_start_max_net_pins: 39
  gr-usage-met1_pct: 26.3
  antenna_found_initial: 0
  met3_usage_pct: 3.61
  grt_pass1_wl_mm: 9.67
  grt_overflow: 0
  track_usage_pct: 15.4
min_path:
  worstHoldPathType: "reg -> reg"
==> per-layer routing <==
layer	vias up	wire, µm
li1	1069	-
met1	986	2930
met2	33	2430
met3	8	221
met4	0	76
met5	-	0
==> flip-flops by register name, indices dropped and copies added (netlist names) <==
signal / cells
i: 32
read_data: 8
cont0: 3
cont1: 3
data_out: 3
state: 2
ready_in: 1
==> layout by cell type (no fill, tap or decap), drive strengths merged, types with 2 or more instances in the layout <==
| cell type | n |
|---|---|
| nand4 | 12 |
| nand3 | 15 |
| nand2 | 26 |
| mux2i | 5 |
| xnor2 | 18 |
| ha | 7 |
| a31oi | 3 |
| nor3 | 8 |
| o22ai | 2 |
| dfrtp | 2 |
| a21oi | 7 |
| clkdlybuf4s50 | 16 |
| and2 | 6 |
| nand3b | 2 |
| a211o | 2 |
| and4 | 2 |
| nor2b | 3 |
| nor4 | 7 |
| nor2 | 49 |
| mux4 | 2 |
| and3 | 4 |
| buf | 2 |
| clkbuf | 6 |
| xor2 | 18 |
| o21ai | 6 |
| or4 | 5 |
| inv | 9 |
| edfxtp | 50 |
==> cells by family (layout without fill, tap and decap cells) <==
kind of cell               after synthesis  after routing  synth area share [%]
buffers and inverters                   18             35                  3.29
DFF                                     52             52                  50.4
xor gates and xnor gates                36             36                  10.2
and+or+nand+nor                        142            142                  25.0
muxes                                    7              7                  3.09
adders and majority gates                7              7                  2.84
AOI/OAI and AO/OA                       25             25                  5.20
==> synth_stat cells, types with 3 or more instances <==
cell type	n
or4_1	4
inv_1	8
a21oi_1	7
ha_1	7
xor2_1	18
xnor2_1	18
nand4_1	12
nor3_1	7
a31oi_1	3
nor2_1	48
and2_1	4
nor4_1	6
edfxtp_1	50
nand3_4	3
nor2b_1	3
mux2i_1	5
o21ai_0	4
nand2_1	25
nand3_1	11
==> per-stage QoR <==
step	worst slack, ns	total power (µW)	hold slack, ns
2_1_floorplan	1.78	454	0.503
3_3_place_gp	1.61	462	0.579
3_5_place_dp	1.49	462	0.566
4_1_cts	1.47	688	0.605
5_1_grt	1.30	704	0.639
6_report	1.48	681	0.593
==> tightest hold or removal path, delay by kind of cell, from the launching register on <==
| kind | cells | cell delay (ns) |
|---|---|---|
| AND/OR/NAND/NOR | 1 | 0.06 |
| flip-flops | 1 | 0.43 |
| AND-OR/OR-AND | 1 | 0.07 |
==> power by group <==
part / total, µW / leakage, µW / switching, µW / internal [µW]
clock network: 228 / 0.0000414 / 134 / 94.2
registers: 444 / 0.000476 / 0 / 444
logic: 8.72 / 0.000553 / 2.28 / 6.44
==> layout make-up <==
cell class,instances,area share (%)
sequential,52,45.5
multi-input combinational,217,42.1
timing repair buffer,18,5.14
tap,99,3.63
clock buffer,6,2.13
inverter,9,0.991
clock inverter,2,0.477
==> path summary, 6_finish.rpt <==
check	to	slack, ns	cells past startpoint	startpoint
setup / recovery	data_out[1]	1.48	9	i[0]
hold / removal	state[0]	0.59	2	state[0]
setup reg to reg	data_out[1]	1.48	9	i[0]
hold reg to reg	state[0]	0.59	2	state[0]
max in group asynchronous	state[1]	4.01	2	reset
min in group asynchronous	state[0]	1.16	2	reset
Power figures rest on the tool's default switching activity, not on a simulated workload.
